==> ./design.v <==
module RegisterFile (
    input  logic clk,         
    input  logic [3:0] A1,    
    input  logic [3:0] A2,    
    input  logic [3:0] A3,    
    input  logic        WE,   
    input  logic [31:0] WD3,  
    output logic [31:0] RD1,  
    output logic [31:0] RD2   
);
    logic [31:0] registers [0:15] = '{16'h0, 16'h1, 
                                      16'h2, 16'h3,
                                      16'h4, 16'h5, 
                                      16'h6, 16'h7,
                                      16'h8, 16'h9, 
                                      16'hA, 16'hB,
                                      16'hC, 16'hD, 
                                      16'hE, 16'hF};
    always_ff @(posedge clk) begin
        if (WE) begin
            registers[A3] <= WD3;
        end
        RD1 <= registers[A1];
        RD2 <= registers[A2];
    end
endmodule
==> ./run.sh <==
#!/bin/bash
# OpenROAD 26Q1-2900-gdf79404cd8, Yosys 0.63+post, stock flow scripts
make -C /OpenROAD-flow-scripts/flow DESIGN_CONFIG=/design/flow/config.mk WORK_HOME=/design/flow/orfs finish
==> ./config.mk <==
export PLATFORM = sky130hd
export DESIGN_NAME = RegisterFile
export DESIGN_NICKNAME = RegisterFile
export VERILOG_FILES = /design/flow/design.v
export SDC_FILE = /design/flow/constraint.sdc
export NUM_CORES = 4
export LEC_CHECK = 1
export CORE_UTILIZATION = 30
export SYNTH_HDL_FRONTEND = slang
==> ./constraint.sdc <==
current_design RegisterFile

set clk_period 5.9
set clk_io_pct 0.2

create_clock -name clk0 -period $clk_period [get_ports {clk}]

set non_clock_inputs [all_inputs -no_clocks]
set_input_delay [expr $clk_period * $clk_io_pct] -clock clk0 $non_clock_inputs
set_output_delay [expr $clk_period * $clk_io_pct] -clock clk0 [all_outputs]
==> reports/qor.json <==
{
  "status": {
    "status": "complete, no violations"
  },
  "placed_design": {
    "port-buffer-count": 109,
    "dp_cells": 2246,
    "place_area_mm2": 0.0266,
    "place.gp.congestion": 0.759,
    "dp_hpwl_um": 30900
  },
  "synthesis": {
    "synth_flops": 576,
    "postSynthCellCount": 1141,
    "post_synth_main_logic_family": "multiplexers",
    "yosys_warnings": 0,
    "post_synth_instance_area_mm2": 0.0242,
    "synthAoiAreaFrac_pct": 3.97,
    "synth.yosys.num_cells": 1141,
    "syn_area_per_cell_um2": 21.2,
    "synth.area.mux_share_pct": 23.8,
    "synthXorXnorAreaFrac_pct": 0,
    "yosys.area_share.adder_pct": 0,
    "synth.cellmix.simpleShare_pct": 1.63,
    "synth_cell_types": 17,
    "ys_seq_share_pct": 68.9,
    "yosys-stat-area_mm2": 0.0242
  },
  "layout": {
    "flow.area_growth_from_synthesis_pct": 17.7,
    "drive_gt1_share_pct": 30.6,
    "final_design_area_no_fill_mm2": 0.0285,
    "layout.cells.most_common_list": "512 x sky130_fd_sc_hd__edfxtp_1, 256 x sky130_fd_sc_hd__mux4_2, 128 x sky130_fd_sc_hd__a22oi_1, 105 x sky130_fd_sc_hd__clkdlybuf4s50_1, 65 x sky130_fd_sc_hd__nand2_1",
    "final_cell_count_no_fill": 2352,
    "layout.filler_cells": 7203,
    "layout_top_cell": "sky130_fd_sc_hd__edfxtp_1"
  },
  "floorplanning": {
    "floorplan.rows": 103,
    "floorplan.die.width_um": 286,
    "die_height_um": 286,
    "initCoreUtil_pct": 30.5,
    "core_region_area_mm2": 0.0794,
    "num_io_pins": 110,
    "design.die.area_mm2": 0.0818
  },
  "setup_path": {
    "worstSetupStartpoint": "A2[0]",
    "worstPathMaxFanout": 49,
    "critical_path.slowest_cell": "sky130_fd_sc_hd__buf_4",
    "worst_path_largest_cell_delay_ps": 640,
    "crit_path_cell_trace": "clkbuf_8 -> buf_4 -> mux4_2 -> a22oi_1 -> nand2_1",
    "critical_path_arrival_ps": 3350,
    "path_buffers": 2,
    "criticalPathCategory": "in2reg",
    "cp-start-kind": "input port",
    "worst_path_dominant_cell_family": "buffers and inverters",
    "required_ps": 6390,
    "cp-end-kind": "flip-flop",
    "launch_point_of_the_worst_reg_to_reg_path": "registers[3][31]"
  },
  "final_timing": {
    "finalMaxSlewViolations": 0,
    "final_min_period_over_clock_period_pct": 48.5,
    "fmax_ghz": 0.349,
    "maxSlewHeadroom_pct": 43.0,
    "measured_slew_at_the_worst_slew_check_pin_ps": 854,
    "final_period_minus_worst_setup_slack_ps": 2860,
    "grt_setup_unrepaired": "false",
    "finalSetupViolations": 0,
    "setup_tns_ps": 0,
    "hold_violations": 0,
    "timing.clock.skew_ps": 20.1
  },
  "clocking": {
    "cts-resized-gates": 0,
    "cts_hold_repair.buffers": 0,
    "clock_path_buffers": 3,
    "clock_sinks": 576,
    "number_of_buffers_added_by_the_clock_tree_synthesis_step": 58,
    "post-cts-setup-buffer-count": 0,
    "htree_levels": 2,
    "cts_tree": "built",
    "clockRootBuffer": "sky130_fd_sc_hd__clkbuf_16",
    "clk_pin_slew_worst_paths_ps": 60,
    "worst_skew_pair.late_latency_ps": 620
  },
  "power": {
    "power.density_cell_area_mw_per_mm2": 312,
    "p_leak_nw": 8.89,
    "worst_ir_drop_on_vdd_mv": 0.262,
    "power_frac_seq_pct": 52.1,
    "p_clk_share_pct": 40.0,
    "power.internal_mw": 6.98,
    "power_frac_comb_pct": 7.8,
    "power_switching_share_pct": 21.4,
    "power.switching_mw": 1.89
  },
  "grt": {
    "gr_peak_layer": "met2",
    "gr_util_met3_pct": 14.2,
    "pin_count_of_the_biggest_net_entering_global_routing": 99,
    "grt_antenna_before_repair": 3,
    "gr_usage_total_pct": 16.4,
    "grt_pass1_vias": 13900,
    "met1_usage_pct": 18.1,
    "grt_pass1_wl_um": 90500,
    "globalRouteOverflowTotal": 0,
    "grt_util_met2_pct": 24.5
  },
  "min_path": {
    "hold_class": "reg2reg",
    "hp-start": "registers[6][5]"
  },
  "route": {
    "drt_first_iter_violations": 639,
    "route.final.wire_length_um": 61900,
    "length_of_the_first_detailed_routing_pass_in_iterations": 5,
    "detail-route-antenna-nets": 0,
    "vias_per_cell": 5.30,
    "wl_per_cell_um": 26.3,
    "route.antenna.diode_count": 0,
    "dr_total_vias": 12500,
    "remaining_drc_errors": 0
  },
  "job": {
    "maxCapViolCount": 0,
    "stage_log_warning_count": 25
  }
}
[cells by family after synthesis]
logic type	Yosys count
DFF	576
muxes	256
AOI/OAI and AO/OA	128
and+or+nand+nor	95
buffers and inverters	86
[stage by stage]
stage                     hold WS [ps]  util [%]  worst slack, ps  power (mW)
after detailed placement           683      33.5             2330        5.42
after floorplan                    655         -             1540        5.06
final                              686      35.8             3040        8.87
after global placement             677      33.5             2310        5.41
after CTS                          693      35.8             2960        8.98
after global routing               724      35.8             2820        9.18
[power by group through the flow]
stage	logic, mW	registers (mW)	clock network [mW]
6_report	0.695	4.62	3.55
5_1_grt	0.753	4.64	3.79
4_1_cts	0.707	4.63	3.65
[sequential cells by signal, indices dropped and copies added, names as in the netlist]
name and flops:
registers 512, RD2 32, RD1 32
[cell usage after synthesis]
master                     instances  share of area (%)
sky130_fd_sc_hd__buf_1            13               0.20
sky130_fd_sc_hd__nor2b_1           4               0.10
sky130_fd_sc_hd__nand2_1          65                1.0
sky130_fd_sc_hd__buf_4            18               0.56
sky130_fd_sc_hd__nor2_1           14               0.22
sky130_fd_sc_hd__nand3_1           1              0.021
sky130_fd_sc_hd__nand3b_1          2              0.062
sky130_fd_sc_hd__nand2b_1          2              0.052
sky130_fd_sc_hd__mux4_2          256                 24
sky130_fd_sc_hd__clkbuf_1         39               0.61
sky130_fd_sc_hd__a22oi_1         128                4.0
sky130_fd_sc_hd__or3b_2            1              0.036
sky130_fd_sc_hd__dfxtp_1          64                5.3
sky130_fd_sc_hd__buf_2            16               0.33
sky130_fd_sc_hd__nor3_1            4              0.083
sky130_fd_sc_hd__edfxtp_1        512                 64
sky130_fd_sc_hd__and2_1            2              0.052
[worst paths after layout]
check	end	slack, ps	depth (start not counted)
worst max-delay path	RD2[14]	3040	5
worst min-delay path	RD1[5]	690	3
worst max register to register	RD1[31]	4430	3
worst min register to register	RD1[5]	690	3
[worst reg2reg max path, cell delays in order, from the launching register on]
cell	delay [ps]
sky130_fd_sc_hd__edfxtp_1	380
sky130_fd_sc_hd__mux4_2	480
sky130_fd_sc_hd__a22oi_1	220
sky130_fd_sc_hd__nand2_1	210
[cell type report]
type                    instances  area, um^2  share of cell area, %
clock buffers                  84        1650                   5.80
clock inverters                22         189                  0.664
multi-input cells             479        7280                   25.6
flip-flops and latches        576       16700                   58.5
well taps                    1050        1310                   4.62
repair buffers                141        1370                   4.82
[routing by layer]
metal,up-vias,part of all wire [%]
met5,-,0.32
met1,6227,32
met3,102,19
met4,13,1.9
met2,913,47
li1,5199,-
Power and IR drop assume default switching activity.
